### design.v
module router_fifo(input clk,rst,soft_reset,we_enb,re_enb,
	input [7:0]d_in,
	input lfd_state,
	output reg [7:0] data_out,
	output full,empty);
reg [4:0]we_ptr,re_ptr;
reg [8:0] mem[15:0];
reg [5:0] fifo_count;
reg lfd_s;
integer i,j;
always@(posedge clk)
  begin
    if(rst==1'b1)
	   lfd_s<=1'b0;
		else
		lfd_s<=lfd_state;
   end
always@(posedge clk)
	begin
		if(!rst)
		begin
			we_ptr <=0;
		for(i=0;i<16;i=i+1)
			mem[i] <= 0;
		end
		else if(soft_reset)
			for(j=0;j<16;j=j+1)
				mem[i] <=0;
		else if(we_enb && !full)
			begin
				mem[we_ptr[3:0]] <={lfd_s,d_in};
				we_ptr <=we_ptr+1'b1;
			end
	end
always@(posedge clk)
	begin 
		if(!rst) begin
			data_out<=8'b0;
			re_ptr <=0;
			end
		else if(soft_reset)
		begin			
			re_ptr <=0;
			data_out <={8{1'bz}};
		end	
		else if(re_enb && !empty)
			begin
				data_out <= mem[re_ptr[3:0]][7:0];
				re_ptr <= re_ptr+1'b1;
			end
		else if(!full && empty && fifo_count==1'd0)
		data_out <={8{1'bz}};
	end
always@(posedge clk)
begin
	if(rst==1'b0)
		fifo_count <=5'b0;
	else if(soft_reset ==1'b1)
		fifo_count <=1'b0;
	else if(lfd_s==1'b1)
		fifo_count <= mem[re_ptr[3:0]][7:2]+1'b1;
	else if(re_enb==1'b1)
		begin
			if(mem[re_ptr[3:0]][8]==1'b1)
				fifo_count <= fifo_count;
			else 
				fifo_count <= fifo_count-1'b1;
				end
	else 
		fifo_count <=0;
end
assign  full=(we_ptr=={~re_ptr[4],re_ptr[3:0]});
assign empty=(we_ptr == re_ptr);			
endmodule
module router_fsm( input clk,rst,pkt_vld,fifo_full,low_pkt_valid,parity_done,
 input [1:0]d_in,
 input soft_reset_0,soft_reset_1,soft_reset_2,
 input fifo_empty_0,fifo_empty_1,fifo_empty_2,
 output detect_add,ld_state,laf_state,full_state,write_enb_reg,rst_int_reg,lfd_state,busy);
 parameter DECODE_ADD= 3'b000,
				LOAD_FIRST_DATA=3'b001,
				WAIT_TILL_EMPTY=3'b010,
				LOAD_DATA=3'b011,
				LOAD_PARITY=3'b100,
				CHECK_PARITY_ERROR=3'b101,
				FIFO_FULL_STATE=3'b110,
				LOAD_AFTER_FULL=3'b111;
 reg [2:0]p_s,n_s;
 reg [1:0] addr;
 always@(posedge clk)
 begin
if(rst==1'b0)
	p_s<=DECODE_ADD;
else if(soft_reset_0||soft_reset_1||soft_reset_2)
	p_s<=DECODE_ADD;            
else
	p_s <= n_s;
end
always@(posedge clk)begin
	if(rst==1'b0)
		addr <=2'b0;
	else if(soft_reset_0||soft_reset_1||soft_reset_2)
		addr<=2'b0;
	else 
		addr<=d_in;
	end
always@(*)
begin
	n_s=DECODE_ADD;
	case(p_s)
	DECODE_ADD: begin if((pkt_vld &(d_in[1:0]==0) & fifo_empty_0)||
						(pkt_vld &(d_in[1:0]==1) & fifo_empty_1)||
						(pkt_vld &(d_in[1:0]==2) & fifo_empty_2))
					    n_s=LOAD_FIRST_DATA;
					else if((pkt_vld &(d_in[1:0]==0) & ! fifo_empty_0)||
						(pkt_vld &(d_in[1:0]==1) & ! fifo_empty_1)||
						(pkt_vld &(d_in[1:0]==2) & ! fifo_empty_2))
						n_s=WAIT_TILL_EMPTY;
					else
						n_s=DECODE_ADD; end
	WAIT_TILL_EMPTY:begin if(fifo_empty_0 && (addr==0)||
							fifo_empty_1 && (addr==1)||
							fifo_empty_2 && (addr==2)) n_s=LOAD_FIRST_DATA;
						else 
							n_s=WAIT_TILL_EMPTY; end
	LOAD_FIRST_DATA:n_s=LOAD_DATA;
	LOAD_DATA:begin if(fifo_full) n_s=FIFO_FULL_STATE;
				else if(!fifo_full && !pkt_vld) n_s=LOAD_PARITY;
				else n_s=LOAD_DATA; end
	FIFO_FULL_STATE:begin if(!fifo_full) n_s=LOAD_AFTER_FULL;
						  else if (fifo_full) n_s=FIFO_FULL_STATE; end
	LOAD_AFTER_FULL:begin if(!parity_done && !low_pkt_valid)
								n_s=LOAD_DATA;
							else if(!parity_done && low_pkt_valid)
							n_s=LOAD_PARITY;
						else if(parity_done) n_s=DECODE_ADD; end
	LOAD_PARITY: n_s=CHECK_PARITY_ERROR;
	CHECK_PARITY_ERROR:begin if(!fifo_full) n_s=DECODE_ADD;
							else if(fifo_full) n_s=FIFO_FULL_STATE; end 
							endcase
	end
	assign busy=((p_s ==DECODE_ADD)||(p_s==LOAD_DATA) )? 1'b0:1'b1;
	assign detect_add=(p_s==DECODE_ADD) ?1'b1:1'b0;
	assign ld_state=(p_s==LOAD_DATA) ?1'b1:1'b0;
	assign laf_state=(p_s==LOAD_AFTER_FULL)?1'b1:1'b0;
	assign full_state=(p_s==FIFO_FULL_STATE)?1'b1:1'b0;
	assign write_enb_reg=((p_s==LOAD_DATA)||(p_s==LOAD_PARITY)||(p_s==LOAD_AFTER_FULL))?1'b1:1'b0;
	assign rst_int_reg=(p_s==CHECK_PARITY_ERROR)?1'b1:1'b0;
	assign lfd_state=(p_s==LOAD_FIRST_DATA)?1'b1:1'b0;
endmodule
module router_reg(input clk,rst,pkt_vld,fifo_full,detect_add,ld_state,laf_state,full_state,lfd_state,rst_int_reg,
	input[7:0]d_in,
	output reg parity_done,low_pkt_vld,error,
	output reg [7:0]d_out);
reg[7:0] header,internal_parity,packet_parity,full_state_byte;
always@(posedge clk)
begin 
	if(rst==1'b0)
		d_out <= 8'b0;
	else if(detect_add && pkt_vld && d_in[1:0]!=3)
		d_out <=d_out;
	else if(lfd_state ==1'b1)
		d_out <=header;
	else if(ld_state && !fifo_full)
		d_out <=d_in;
	else if(ld_state && fifo_full)
		d_out <=d_out;
	else if(laf_state)
		d_out <= full_state_byte;
	else 
		d_out <= d_out;
end
 always@(posedge clk)
begin
if(rst==1'b0)
	header <=8'b0;
else if(detect_add && pkt_vld && d_in[1:0]!=2'd3)
	header <= d_in;
else 
	header <= header;
end
 always@(posedge clk)
begin
if(rst==1'b0)
	full_state_byte <=8'b0;
else if(fifo_full == 1'b1)
	full_state_byte<= d_in;
end 
always@(posedge clk)
begin 
	if(rst==1'b0)
		internal_parity <= 8'b0;
	else if(detect_add ==1'b1)
		internal_parity <= 8'b0;
	else if(lfd_state==1'b1)
		internal_parity <= internal_parity ^ header;
	else if(pkt_vld && ld_state && ~full_state)
		internal_parity <= internal_parity ^ d_in;
	else 	
		internal_parity <= internal_parity;
end 
always@(posedge clk)
begin 
	if(rst==1'b0)
		packet_parity<= 8'b0;
	else if(detect_add == 1'b1)
		packet_parity <= 8'b0;
	else if(ld_state && ~pkt_vld )
			packet_parity <= d_in;
	else
			packet_parity <=packet_parity;
end
always@(posedge clk)
begin
if(rst==1'b0)
	parity_done <=1'b0;
else if ((ld_state && !pkt_vld && !fifo_full)||(laf_state && low_pkt_vld && parity_done ==1'b0))
	parity_done <=1'b1;
else if(detect_add == 1'b1)
	parity_done <=1'b0;
end
always@(posedge clk)
begin
	if(rst==1'b0)
	low_pkt_vld <=1'b0;
	else if(rst_int_reg ==1'b1)
	low_pkt_vld <=1'b0;
	else if((ld_state ==1'b1) && (pkt_vld ==1'b0))
	low_pkt_vld <=1'b1;
end 
always@(posedge clk)
begin
if(rst==1'b0)
	error <=1'b0;
else if((parity_done==1'b1) && (packet_parity != internal_parity ))
	error <=1'b1;
else
	error<=1'b0;
end	
endmodule
   module router_syn(input clk,rst,detect_add,write_enb_reg,
	input  read_0,read_1,read_2,
	input [1:0]d_in,
	input  empty_0,empty_1,empty_2,full_0,full_1,full_2,
	output reg [2:0]write_enb,
	output valid_out_0,valid_out_1,valid_out_2,
	output reg fifo_full,
	output  reg soft_reset_0,soft_reset_1,soft_reset_2);
	reg [4:0] count_0,count_1,count_2;
	reg [1:0]addr;
always@(posedge clk)
begin 
		if(rst==1'b0)
			addr <=0  ;
		else if(detect_add==1'b1)
			addr  <= d_in ;
		end
always@(*)
	begin 
		if(write_enb_reg ==1'b1)
		case(addr)
		2'b00:write_enb=3'b001;
		2'b01:write_enb=3'b010;
		2'b10:write_enb=3'b100;
		default :write_enb=3'b000;
		endcase 
		else 
		write_enb=1'b0;
	end
always@(*)
	begin 
		case(addr)
		 2'b00:fifo_full =full_0;
		 2'b01:fifo_full =full_1;
		 2'b10:fifo_full =full_2;
		 default:fifo_full  = 0;
		endcase
	end 
		assign valid_out_0= ~empty_0;
		assign valid_out_1= ~empty_1;
		assign valid_out_2= ~empty_2;
always@(posedge clk)
begin
	if(rst==1'b0)begin
		count_0 <=0;
		soft_reset_0 <=0;end
	else if(valid_out_0==1'b0) begin
			count_0 <=0;
			soft_reset_0 <=0;end
	else if(read_0==1'b0)
			begin 
			if(count_0==5'd29)begin
			count_0 <=0;
			soft_reset_0 <=1;end
			else
			count_0 <=count_0+1'b1;
			end
		else 
		begin
			count_0 <=0;
			soft_reset_0 <=0;
			end
end
always@(posedge clk)
begin
	if(rst==1'b0)begin
		count_1 <=0;
		soft_reset_1 <=0;end
	else if(valid_out_1==1'b0) begin
			count_1 <=0;
			soft_reset_1 <=0;end
	else if(read_1==1'b0)
			begin 
			if(count_1==5'd29)begin
			count_1 <=0;
			soft_reset_1 <=1;end
			else
			count_1 <=count_1+1'b1;
			end
		else 
		begin
			count_1 <=0;
			soft_reset_1 <=0;
			end
end
always@(posedge clk)
begin
	if(rst==1'b0)begin
		count_2 <=0;
		soft_reset_2 <=0;end
	else if(valid_out_2==1'b0) begin
			count_2 <=0;
			soft_reset_2 <=0;end
	else if(read_2==1'b0)
			begin 
			if(count_2==5'd29)begin
			count_2 <=0;
			soft_reset_2 <=1;end
			else
			count_2 <=count_0+1'b1;
			end
		else 
		begin
			count_2 <=0;
			soft_reset_2 <=0;
			end
end
endmodule
module router_top(input clk,rst,pkt_vld,re_enb_0,re_enb_1,re_enb_2,
input [7:0] d_in,
output busy,error,
output valid_out_0,valid_out_1,valid_out_2,
output [7:0]data_out_0,data_out_1,data_out_2);
wire [2:0] write_enb;
wire [7:0]d_out;
router_fsm FSM ( clk,rst,pkt_vld,fifo_full,low_pkt_valid,parity_done,d_in[1:0],soft_reset_0,soft_reset_1,soft_reset_2,
				empty_0,empty_1,empty_2,
				detect_add,ld_state,laf_state,full_state,write_enb_reg,rst_int_reg,lfd_state,busy);
router_syn SYNC ( clk,rst,detect_add,write_enb_reg,re_enb_0,re_enb_1,re_enb_2,d_in[1:0],
						empty_0,empty_1,empty_2,full_0,full_1,full_2,write_enb,
						valid_out_0,valid_out_1,valid_out_2, fifo_full, soft_reset_0,soft_reset_1,soft_reset_2);
router_reg REG(clk,rst,pkt_vld,fifo_full,detect_add,ld_state,laf_state,full_state,lfd_state,rst_int_reg,d_in,
					parity_done,low_pkt_valid,error,d_out);
router_fifo FIFO_0(clk,rst,soft_reset_0,write_enb[0],re_enb_0,d_out,lfd_state,data_out_0,full_0,empty_0);
router_fifo FIFO_1(clk,rst,soft_reset_1,write_enb[1],re_enb_1,d_out,lfd_state,data_out_1,full_1,empty_1);
router_fifo FIFO_2(clk,rst,soft_reset_2,write_enb[2],re_enb_2,d_out,lfd_state,data_out_2,full_2,empty_2);
endmodule
### run.sh
#!/bin/bash
# OpenROAD 26Q1-2900-gdf79404cd8, Yosys 0.63+post, stock flow scripts
make -C /OpenROAD-flow-scripts/flow DESIGN_CONFIG=/design/flow/config.mk WORK_HOME=/design/flow/orfs finish
### config.mk
export PLATFORM = sky130hd
export DESIGN_NAME = router_top
export DESIGN_NICKNAME = router_top
export VERILOG_FILES = /design/flow/design.v
export SDC_FILE = /design/flow/constraint.sdc
export NUM_CORES = 4
export LEC_CHECK = 1
export CORE_UTILIZATION = 50
### constraint.sdc
current_design router_top

set clk_period 5.0
set clk_io_pct 0.2

create_clock -name clk0 -period $clk_period [get_ports {clk}]

set non_clock_inputs [all_inputs -no_clocks]
set_input_delay [expr $clk_period * $clk_io_pct] -clock clk0 $non_clock_inputs
set_output_delay [expr $clk_period * $clk_io_pct] -clock clk0 [all_outputs]
==> ci_impl_report.md <==
### Flow metrics

| Metric | Value |
|---|---|
| Run status | complete, no violations |
| Hold Path Class | flip-flop to flip-flop |
| Maximum count of clock buffers along a single path | 3 |
| Total power consumption of the routed design | 10.9 mW |
| Pre-CTS setup slack | 1.43 ns |
| Antenna Diode Count | 0 |
| Endpoints failing hold | 0 |
| Width of the die | 234 um |
| Clock transition at the registers of the reported paths | 0.06 ns |
| Worst vdd ir | 259 uV |
| Initial core utilization | 0.509 |
| Class of the most critical setup path | flip-flop to output port |
| Setup slack of the critical path after layout | 1.43 ns |
| I/O pin count | 43 |
| Ys flops | 590 |
| Cell count in the Yosys report | 2065 |
| Final weighted congestion of routability-driven global placement | 0.882 |
| Clock tree root buffer cell | sky130_fd_sc_hd__clkbuf_16 |
| Post-synthesis cell type count | 75 |
| Vias in the first global route | 16372 |
| Post-CTS sizing | 0 |
| Sequential-to-total area share from yosys stat | 0.599 |
| Post-synth top area share | 0.482 |
| Top post-synthesis cells by area | sky130_fd_sc_hd__edfxtp_1, sky130_fd_sc_hd__dfxtp_1, sky130_fd_sc_hd__and2_1, sky130_fd_sc_hd__mux4_2, sky130_fd_sc_hd__mux2i_1 |
| Setup-violating endpoint count in the final report | 0 |
| H-tree depth | 2 |
| Yosys stat chip area | 0.0269 sq mm |
| Post-layout period usage | 0.715 |
| Cell types with the highest counts after synthesis | sky130_fd_sc_hd__and2_1, sky130_fd_sc_hd__edfxtp_1, sky130_fd_sc_hd__nor2_1 |
| Max transition margin | 0.256 |
| Critical path data required time | 4.00 ns |
| Number of nets with antenna violations after routing | 0 |
| Post-synthesis async set-or-reset flop share | 0 |
| First-pass detailed-route iteration total | 24 |
| Overall Global Routing Usage | 0.263 |
| Minimum clock period | 3.57 ns |
| Biggest area consumer among synthesized cells | sky130_fd_sc_hd__edfxtp_1 |
| FMAX | 280 MHz |
| Worst-margin pin slew | 1.11 ns |
| First-pass GRT wire length | 98000 um |
| Final Skew | 0.0130 ns |
| Syn. warnings | 25 |
| Iter 0 DRT Violations | 876 |
| Layout-stage area growth over the synthesis result | 11.9% |
| Die area | 0.0548 sq mm |
| Routed WL per cell | 22.2 um |
| Total number of vias | 15904 |
| Row cnt | 84 |
| Total power density per cell area | 362 mW/mm^2 |
| Cell area after synthesis | 0.0269 sq mm |
| Maxcap violations | 0 |
| Final global-route overflow total | 0 |
| Dominant cell by count in the synthesized netlist | sky130_fd_sc_hd__and2_1 |
| Die y size | 234 um |
| Crit path DAT | 2.57 ns |
| Largest registers in the final layout | FIFO_0.mem (144), FIFO_1.mem (144), FIFO_2.mem (144) |
| Number of warnings the tools reported | 36 |
| Setup repair after global routing missed its margin | false |
| Setup_tns | 0 ns |
| Dominant synthesized flop cell | sky130_fd_sc_hd__edfxtp_1 |
| TritonCTS sink count | 590 |
| Mean cell area of the mapped netlist | 13.0 sq um |
| Fraction of final layout cells with drive strength greater than 1 | 0.129 |
| Worst setup EP type | output port |
| Final Max Slew Viols | 0 |
| Synthesized netlist cell count | 2065 |
| Initial antenna violation count | 1 |
| Port bufs | 42 |
| DRT Wirelength | 63300 um |
| Worst Path Max Fanout | 9 |
| Post-DP HPWL | 41100 um |
| Count of library flops with an enable pin | 432 |
| Worst hold slack after final layout | 0.453 ns |
| Via/cell ratio | 5.58 |
| CTS tree | built |
| Hold bufs inserted after CTS | 0 |
| Number of buffers created by CTS | 61 |
| Maximum number of pins on one net before global-route repair | 50 |
| Area of the core | 0.0529 sq mm |
| Total setup buffers inserted after CTS | 0 |
| Clock latency on the worst-skew pair | 0.62 ns |
| Pleak | 10.7 nW |
| CP startpoint kind | flip-flop |
| Number of design rule violations left after detail routing | 0 |
routing by layer:
layer	GRT usage	vias to the layer above	wire length, um
met2	0.391	566	29900
met1	0.381	7680	24700
met5	0.00536	-	50
met3	0.121	106	6890
li1	-	7548	-
met4	0.0601	4	1790
final timing paths:
check | slack (ns) | cells after the start | to | from
worst max-delay path | 1.43 | 6 | valid_out_2 | FIFO_2.we_ptr[3]$_SDFFE_PN0P_
worst min-delay path | 0.45 | 2 | FSM.p_s[7]$_DFF_P_ | FSM.p_s[3]$_DFF_P_
worst max register to register | 1.58 | 7 | FIFO_1.mem[5][5]$_SDFFCE_PN0P_ | FIFO_1.we_ptr[2]$_SDFFE_PN0P_
worst min register to register | 0.45 | 2 | FSM.p_s[7]$_DFF_P_ | FSM.p_s[3]$_DFF_P_
power breakdown:
part           total (mW)  leakage [nW]  switching (mW)  internal [mW]
Sequential           5.53          5.75           0.109           5.42
Clock                4.54         0.954            1.88           2.65
Combinational       0.826          4.04           0.462          0.364
metrics by stage:
| step | std cells | util | area, sq um |
|---|---|---|---|
| final | 2851 | 0.570 | 30100 |
| after floorplan | 2065 | - | 26900 |
| after detailed placement | 2738 | 0.532 | 28100 |
| after CTS | 2851 | 0.570 | 30100 |
| after global placement | 2738 | 0.532 | 28100 |
| after global routing | 2851 | 0.570 | 30100 |
area by class of cell:
| cell class | count | area (sq um) |
|---|---|---|
| inverters | 38 | 143 |
| well taps | 688 | 861 |
| repair buffers | 109 | 918 |
| multi-input cells | 1313 | 10100 |
| clock inverters | 39 | 394 |
| clock buffers | 74 | 1590 |
| fillers | 4137 | 22700 |
| flip-flops and latches | 590 | 16200 |
logic make-up after synthesis:
logic type | after synthesis | share of synthesized area
buffers and inverters | 162 | 0.0269
adders and majority gates | 25 | 0.0116
and+or+nand+nor | 836 | 0.172
AOI/OAI and AO/OA | 181 | 0.0464
muxes | 191 | 0.118
xor gates and xnor gates | 80 | 0.0260
DFF | 590 | 0.599
layout by cell type (no fill, tap or decap), types with 4 or more instances in the layout:
cell type                           n
sky130_fd_sc_hd__a21oi_1           30
sky130_fd_sc_hd__a221oi_1          21
sky130_fd_sc_hd__a22oi_1           20
sky130_fd_sc_hd__a32o_1             8
sky130_fd_sc_hd__a32oi_1            5
sky130_fd_sc_hd__and2_1           436
sky130_fd_sc_hd__buf_4             67
sky130_fd_sc_hd__bufinv_16          8
sky130_fd_sc_hd__clkbuf_1          12
sky130_fd_sc_hd__clkbuf_16         61
sky130_fd_sc_hd__clkdlybuf4s50_1   41
sky130_fd_sc_hd__clkinv_1          15
sky130_fd_sc_hd__clkinv_2          12
sky130_fd_sc_hd__clkinvlp_4         6
sky130_fd_sc_hd__dfxtp_1          146
sky130_fd_sc_hd__dfxtp_2           12
sky130_fd_sc_hd__edfxtp_1         432
sky130_fd_sc_hd__ha_1              25
sky130_fd_sc_hd__inv_1             34
sky130_fd_sc_hd__mux2i_1           88
sky130_fd_sc_hd__mux4_1             4
sky130_fd_sc_hd__mux4_2            95
sky130_fd_sc_hd__nand2_1           80
sky130_fd_sc_hd__nand2b_1          33
sky130_fd_sc_hd__nand3_1           17
sky130_fd_sc_hd__nand3b_1           4
sky130_fd_sc_hd__nand4_1           18
sky130_fd_sc_hd__nor2_1           175
sky130_fd_sc_hd__nor2b_1           16
sky130_fd_sc_hd__nor3_1            19
sky130_fd_sc_hd__nor4_1            10
sky130_fd_sc_hd__nor4b_1            4
sky130_fd_sc_hd__o211ai_1           4
sky130_fd_sc_hd__o21ai_0           49
sky130_fd_sc_hd__o21ai_1            5
sky130_fd_sc_hd__o22ai_1            7
sky130_fd_sc_hd__o31ai_1            5
sky130_fd_sc_hd__or3_1              6
sky130_fd_sc_hd__xnor2_1           35
sky130_fd_sc_hd__xor2_1            45
worst max-delay path, cell delays in order (launching register included):
cell and delay [ns]:
sky130_fd_sc_hd__dfxtp_1 0.58, sky130_fd_sc_hd__xnor2_1 0.17, sky130_fd_sc_hd__nand4_1 0.27, sky130_fd_sc_hd__nor2_1 0.17, sky130_fd_sc_hd__buf_4 0.18, sky130_fd_sc_hd__inv_1 0.13, sky130_fd_sc_hd__clkdlybuf4s50_1 0.47
Power and IR drop assume default switching activity.
